### ./constraint.sdc
current_design debug_ctrl

set clk_period 11.7
set clk_io_pct 0.2

create_clock -name clk0 -period $clk_period [get_ports {clk}]

set non_clock_inputs [all_inputs -no_clocks]
set_input_delay [expr $clk_period * $clk_io_pct] -clock clk0 $non_clock_inputs
set_output_delay [expr $clk_period * $clk_io_pct] -clock clk0 [all_outputs]
### ./config.mk
export PLATFORM = sky130hd
export DESIGN_NAME = debug_ctrl
export DESIGN_NICKNAME = debug_ctrl
export VERILOG_FILES = /design/flow/design.v
export SDC_FILE = /design/flow/constraint.sdc
export NUM_CORES = 4
export LEC_CHECK = 1
export CORE_UTILIZATION = 40
### ./design.v
`timescale 1ns / 1ps
module debug_ctrl (
    input clk, rst,
    input debug_clk,
    input wire en,
    input wire [31:0] debug_data,
    input wire [31:0] wb_pc,
    input wire [31:0] wb_inst,
    input wire [31:0] mem_addr,
    input wire [31:0] mem_data,
    input wire uart_busy,
    output wire [4:0] debug_addr,
    output wire [7:0] sim_uart_char,
    output wire sim_uart_char_valid
);
    localparam STR_X = "x";
    localparam STR_PC = "PC_WB  ";
    localparam STR_INST = "INST   ";
    localparam STR_CUST0 = "CUSTOM0"; 
    localparam STR_CUST1 = "CUSTOM1";
    localparam STR_COLON = "=0x";
    localparam BEAT_REG = 15;  
    localparam NUM_REG = 32; 
    localparam BEAT_CUST = 19;   
    localparam NUM_CUST_SIG = 4;  
    wire [31:0] cust_sig_list [0:31];
    assign cust_sig_list[0] = wb_pc;
    assign cust_sig_list[1] = wb_inst;
    assign cust_sig_list[2] = mem_addr;
    assign cust_sig_list[3] = mem_data;
    wire[55:0] cust_name_list [0:31];
    assign cust_name_list[0] = STR_PC;
    assign cust_name_list[1] = STR_INST;
    assign cust_name_list[2] = "MEMADDR";
    assign cust_name_list[3] = "MEMDATA";
    reg[4:0] cust_counter;   
    localparam CNT_REG = NUM_REG-1;
    localparam CNT_CUST = NUM_CUST_SIG - 1;
    localparam sIDLE = 2'b00;
    localparam sREG = 2'b01;   
    localparam sCUST = 2'b10;  
    wire[7:0] ascii_char [0:7];  
    wire[63:0] ascii_buffer;
    wire[20*8-1:0] str_buffer;  
    wire[7:0] char_array [0:BEAT_CUST];
    reg[1:0] state;
    reg[4:0] reg_counter;
    reg[4:0] beat_counter;
    reg start;  
    reg done;   
    wire reg_cnt_full = reg_counter == CNT_REG;
    wire reg_beat_full = beat_counter == BEAT_REG;
    wire cust_cnt_full = cust_counter == CNT_CUST;
    wire cust_beat_full = beat_counter == BEAT_CUST;
    wire reg_beat_done = reg_beat_full && sim_uart_char_valid;
    wire cust_beat_done = cust_beat_full && sim_uart_char_valid;
    wire reg_trans_done = reg_cnt_full && reg_beat_done;
    wire cust_trans_done = cust_cnt_full && cust_beat_done;
    always@(posedge clk) begin
        if(rst) begin
            start <= 0;
            done <= 0;
        end else begin
            if (debug_clk && done==0 && en) begin
                start <= 1;
                done <= 1;
            end else if (done==1) begin
                start <= 0;
                done <= debug_clk ? done : 0;
            end
        end
    end
    always@(posedge clk) begin
        if(rst) begin
            state <= sIDLE;
        end else begin
            if (start) begin 
                if(state == sIDLE)begin
                    state <= sREG;
                end      
            end else begin
                case(state)
                    sREG: begin
                        state <= reg_trans_done ? sCUST : state;
                    end
                    sCUST: begin
                        state <= cust_trans_done ? sIDLE : state; 
                    end
                    default: begin
                        state <= state;
                    end
                endcase 
            end
        end
    end
    always@(posedge clk) begin
        if(rst) begin
            reg_counter <= 5'd1;
            beat_counter <= 5'd0;
            cust_counter <= 0;
        end else begin 
            case(state)
                sREG: begin
                    reg_counter <= reg_beat_done ? 
                                   reg_cnt_full ? 5'd1 : reg_counter + 1 
                                   : reg_counter;
                    beat_counter <= reg_beat_done ? 0 :
                                   uart_busy ? beat_counter : beat_counter + 1;
                end
                sCUST: begin
                    cust_counter <= cust_beat_done ? 
                                  cust_cnt_full ? 0 : cust_counter + 1 
                                  : cust_counter;
                    beat_counter <= cust_beat_done ? 0 :
                                   uart_busy ? beat_counter : beat_counter + 1;
                end
                default: begin
                    reg_counter <= 5'd1;
                    beat_counter <= 5'd0;
                    cust_counter <= 0;
                end
            endcase
        end
    end
    assign debug_addr = reg_counter;
    wire[31:0] sig_cust = cust_sig_list[cust_counter];  
    wire[31:0] debug_sig = state == sREG ? debug_data :
                           state == sCUST ? sig_cust : 0;
    wire[23:0] reg_name = {STR_X, num2str_dec(reg_counter)};   
    wire[55:0] cust_name = cust_name_list[cust_counter];       
    genvar i;
    generate for(i = 0; i < 8; i = i + 1)
    	begin : ascii_enc
    		assign ascii_char[i] = { num2str_hex(debug_sig[4*i+3 : 4*i]) };
    	end
    endgenerate
    assign ascii_buffer = {ascii_char[7],ascii_char[6],ascii_char[5],ascii_char[4],
                           ascii_char[3],ascii_char[2],ascii_char[1],ascii_char[0]};
    assign str_buffer = state == sREG ? {reg_name, STR_COLON, ascii_buffer, "\n",8'h0d, 32'd0}:
                        state == sCUST  ? {cust_name, STR_COLON, ascii_buffer, "\n",8'h0d} : 0;
    generate for(i = 0; i < 20; i = i + 1)
    	begin : buffer2array
    		assign char_array[i] = str_buffer[(BEAT_CUST-i)*8+7:(BEAT_CUST-i)*8];
    	end
    endgenerate
    assign sim_uart_char = char_array[beat_counter];
    assign sim_uart_char_valid = (state != sIDLE) & (~uart_busy);
    function [7:0] num2str_hex;
		input [3:0] number;
		begin
			if (number < 10)
				num2str_hex = "0" + number;
			else
				num2str_hex = "A" - 10 + number;
		end
	endfunction
    function [15:0] num2str_dec;
		input [5:0] number;
		begin
			if (number < 10)
				num2str_dec = {"0","0" + number};
            else if (number < 20)
                num2str_dec = {"1","0" + (number - 5'd10)};
            else if (number < 30)
                num2str_dec = {"2","0" + (number - 5'd20)};
			else
				num2str_dec = {"3","0" + (number - 5'd30)};
		end
	endfunction
endmodule
### ./run.sh
#!/bin/bash
# OpenROAD 26Q1-2900-gdf79404cd8, Yosys 0.63+post, stock flow scripts
make -C /OpenROAD-flow-scripts/flow DESIGN_CONFIG=/design/flow/config.mk WORK_HOME=/design/flow/orfs finish
==> impl_metrics.csv <==
group,metric,value,unit
pwr,powerDensity,51.9,nW/µm²
critical_path,end_kind,"output port",
critical_path,reg2reg_from,"state[1]",
sta,post-route-period-util,69.4,%
global_route,antenna_found_initial,0,
job,cap_violations,0,
sta,hold_viol_final,0,
synth,yosys_warnings,2465,
clocking,root_buffer,"clkbuf_16",
sta,relSlewSlack,36.2,%
global_route,gr-total-overflow,0,
sta,max_freq,0.123,GHz
final_layout,area_growth,38.8,%
job,warnings,37,
sta,rsz0062_at_grt,"false",
sta,worst_slack,3.58,ns
critical_path,cp-startpoint,"mem_addr[29]",
placed_design,port_buffers,177,
placed_design,dpl.cell_count,1057,
critical_path,crit_path_start_kind,"input port",
critical_path,cp.required,9.36,ns
pwr,ir_drop,86.0,µV
clocking,clkSlewWorstSetupHoldPaths,0.06,ns
critical_path,path_class,"in2out",
clocking,cts_tree,"built",
global_route,grt_usage,39.5,%
clocking,clockBufferDepth,2,
routing,drc_errors,0,
final_layout,fill_cells,1122,
routing,firstDrtPassIters,11,
synth,synth.distinct_cells,76,
clocking,holdBufCountCts,0,
sta,fin_worst_hold_slack,0.426,ns
die,fp_util,41.4,%
routing,detail-route-antenna-nets,0,
die,core.rowCount,40,
die,ios,179,
global_route,grt_max_degree,52,
clocking,post-cts-setup-buffer-count,0,
routing,vias,7158,
sta,tightestPinTransition,0.932,ns
synth,synth-seq-cells,19,
placed_design,finalWeightedCongestion,1.08,
outcome,outcome,"finished clean",
die,dieArea,13000,µm²
routing,drt_iter0_drc,941,
clocking,cts_sinks,19,
pwr,p_leak,2.37,nW
final_layout,drive_above_1_share,5.94,%
die,die_w,114,µm
sta,drv_slew,0,
global_route,grt_pass1_wl,38.8,mm
synth,ys_cells,755,
die,die_h,114,µm
critical_path,worstPathMaxFanout,8,
synth,synth_cells,755,
clocking,cts_buffers,3,
pwr,finalPower,0.361,mW
synth,syn_avg_cell_area,6.64,µm²
synth,ys_area,5010,µm²
synth,syn_area,5010,µm²
hold_path,min-delay-start,"done",
sta,fin_skew,0.00208,ns
critical_path,path_cells,"clkdlybuf4s50_1, a222oi_1, nor4_1, a311oi_1, buf_4, ha_1, o21ai_1, a2111oi_0, nand3_1, nor3_1, a41oi_1, clkdlybuf4s50_1",
clocking,clock_latency,0.25,ns
hold_path,hp-class,"reg2reg",
synth,ff_type,"dfxtp_1",
critical_path,critPathMostFrequentCell,"clkdlybuf4s50_1",
clocking,cts_resized,0,
routing,vias_per_cell,6.75,
sta,finalSetupViolCount,0,
placed_design,hpwl,20.0,mm
synth,synth_seq_share,7.59,%
routing,wl_per_cell,24.0,µm
routing,wl,25.4,mm
critical_path,crit_path_max_incr_delay,0.85,ns
placed_design,post-place-ws,3.68,ns
clocking,htree_levels,1,
routing,diodes,0,
critical_path,crit_arrival,5.78,ns
synth,edf_count,0,
critical_path,crit_slowest_cell,"a2111oi_0",
die,fp.coreArea,12100,µm²
sta,period_minus_slack,8.12,ns
global_route,grt_pass1_vias,6834,
sta,fin_tns_setup,0,ns
final_layout,fin_cells,1061,
synth,async_flop_share,0,%
synthesized netlist by cell type (all sizes together), types with 9 or more instances:
cell type,instances,area [µm²]
and3,19,119
o22ai,17,106
dfxtp,19,380
and2,16,100
nor4,12,75.1
nor2b,9,56.3
a222oi,19,190
nor2,61,229
clkbuf,44,165
nor3,31,155
o31ai,12,110
ha,29,363
xnor2,10,87.6
nand2,76,285
buf,19,126
a31oi,19,119
nand3,24,120
o21ai,53,265
a221oi,12,105
xor2,9,78.8
inv,19,71.3
a21oi,55,275
a22oi,14,105
nand4,11,68.8
routing by layer:
layer	vias to the layer above	share of wire [%]	wire, µm	GRT usage (%)
li1	3227	-	-	-
met3	74	11	2760	7.04
met1	3343	41	10400	54.4
met5	-	0	0	0
met4	0	3.8	970	14.7
met2	514	44	11300	61.7
cell families after synthesis:
| family | share of synthesized area (%) |
|---|---|
| AOI/OAI and AO/OA | 43.1 |
| xor gates and xnor gates | 3.32 |
| adders and majority gates | 7.24 |
| buffers and inverters | 7.39 |
| DFF | 7.59 |
| muxes | 1.82 |
| other | 0.0748 |
| and+or+nand+nor | 29.4 |
where the power goes:
part,leakage (nW),switching [mW],internal [mW]
sequential,0.154,0.00325,0.0668
clock,0.0409,0.0256,0.0459
combinational,2.17,0.117,0.102
final cells by class:
class	count	area (µm²)	area share (%)
Multi-Input combinational cell	652	4290	61.6
Clock inverter	1	5.00	0.0719
Timing Repair Buffer	197	1920	27.6
Clock buffer	3	75.1	1.08
Sequential cell	19	380	5.47
Inverter	21	78.8	1.13
Tap cell	168	210	3.02
placed cells by master (no fill, tap or decap), drive strengths merged, types with 9 or more instances in the layout:
cell type      count
and2              16
o31ai             12
a22oi             14
a21oi             55
o21ai             53
nor3              31
and3              19
o22ai             17
a222oi            19
nor4              12
a31oi             19
nand3             24
inv               19
ha                29
dfxtp             19
clkdlybuf4s50    177
a221oi            12
nand4             11
nor2b              9
nor2              61
xor2               9
nand2             76
xnor2             10
buf               20
per-stage QoR:
stage	area [µm²]	util [%]
2_1_floorplan	5010	-
3_3_place_gp	6880	56.8
3_5_place_dp	6880	56.8
4_1_cts	6960	57.4
5_1_grt	6960	57.4
6_report	6960	57.4
critical path, delay by kind of cell:
kind | cells | cell delay [ns]
buffers and inverters | 3 | 1.05
AND/OR/NAND/NOR | 3 | 0.52
AND-OR/OR-AND | 5 | 1.63
adder cells (fa/ha/maj) | 1 | 0.25
flip-flops by register name, indices dropped and copies added (netlist names):
name,cells
beat_counter,5
cust_counter,5
done,1
reg_counter,5
start,1
state,2
path summary, 6_finish.rpt:
kind	endpoint	slack (ns)	depth (start not counted)
min	start	0.43	1
max	sim_uart_char[6]	3.58	12
max reg2reg	reg_counter[3]	7.91	8
min reg2reg	start	0.43	1
No activity file was given, so power comes from the tool's default toggle rates.
